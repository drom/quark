==> design/flow/config.mk <==
export PLATFORM = sky130hd
export DESIGN_NAME = mux16
export DESIGN_NICKNAME = mux16
export VERILOG_FILES = /design/flow/design.v
export SDC_FILE = /design/flow/constraint.sdc
export NUM_CORES = 4
export LEC_CHECK = 1
export CORE_AREA = 10 10 70 70
export DIE_AREA = 0 0 80 80
==> design/flow/constraint.sdc <==
current_design mux16

set clk_period 3.1
set clk_io_pct 0.2

create_clock -name clk0 -period $clk_period

set non_clock_inputs [all_inputs -no_clocks]
set_input_delay [expr $clk_period * $clk_io_pct] -clock clk0 $non_clock_inputs
set_output_delay [expr $clk_period * $clk_io_pct] -clock clk0 [all_outputs]
==> design/flow/design.v <==
module mux16 #( parameter W = 1 ) (
    sel,
    i1111,
    i1110,
    i1101,
    i1100,
    i1011,
    i1010,
    i1001,
    i1000,
    i0111,
    i0110,
    i0101,
    i0100,
    i0011,
    i0010,
    i0001,
    i0000,
    o
);
input [3:0] sel;
input [W-1:0]
    i1111,
    i1110,
    i1101,
    i1100,
    i1011,
    i1010,
    i1001,
    i1000,
    i0111,
    i0110,
    i0101,
    i0100,
    i0011,
    i0010,
    i0001,
    i0000;
output [W-1:0] o;
reg [W-1:0] o;
always @ (
    sel,
    i1111,
    i1110,
    i1101,
    i1100,
    i1011,
    i1010,
    i1001,
    i1000,
    i0111,
    i0110,
    i0101,
    i0100,
    i0011,
    i0010,
    i0001,
    i0000
) begin
    case (sel)
    0:  o = i0000;
    1:  o = i0001;
    2:  o = i0010;
    3:  o = i0011;
    4:  o = i0100;
    5:  o = i0101;
    6:  o = i0110;
    7:  o = i0111;
    8:  o = i1000;
    9:  o = i1001;
    10: o = i1010;
    11: o = i1011;
    12: o = i1100;
    13: o = i1101;
    14: o = i1110;
    default o = i1111;
    endcase
end
endmodule
==> design/flow/run.sh <==
#!/bin/bash
# OpenROAD 26Q1-2900-gdf79404cd8, Yosys 0.63+post, stock flow scripts
make -C /OpenROAD-flow-scripts/flow DESIGN_CONFIG=/design/flow/config.mk WORK_HOME=/design/flow/orfs finish
==> results.py <==
# Flow results
metrics = {
    "floorplanning": {
        "die_h_um": 80,
        "dieArea_sq_mm": 0.00640,
        "ios": 21,
        "row_count": 21,
        "fp.coreArea_sq_mm": 0.00342,
        "die_w_um": 80,
        "fp_util": 0.0634,
    },
    "layout": {
        "flops": 0,
        "drive_gt1_frac": 0.220,
        "syn_to_final_growth_pct": 134,
        "clkbuf_count": 0,
        "final_cell_mix": "17 x clkdlybuf4s50_1, 4 x buf_4, 3 x mux2i_1, 3 x o21ai_0, 3 x dlygate4sd2_1",
        "lay_top_count": "clkdlybuf4s50_1",
        "seqCellArea_sq_um": 0,
    },
    "synth": {
        "ys_types": 21,
        "avgSynthCellArea_sq_um": 8.33,
        "yosysWarnings": 1,
        "ys_sh_mux": 0.260,
        "synth_xor_xnor_area_share": 0,
        "fa_ha_area_frac": 0,
        "ys_top_logic_family": "simple AND/OR/NAND/NOR gates",
        "synthCells": 26,
        "yosys_cells": 26,
        "ys_seq_share": 0,
        "yosysChipArea_sq_um": 216,
        "aoi_share": 0.283,
        "simple_gate_area_frac": 0.370,
        "syn_area_sq_um": 216,
    },
    "global_route": {
        "met3_usage": 0.0136,
        "gr-usage-met2": 0.0257,
        "grt.busiest_layer": "met1",
        "antenna_found_initial": 0,
        "grt_start_max_net_pins": 8,
        "met1_usage": 0.0468,
        "grt_pass1_vias": 320,
        "overflow": 0,
        "grt_pass1_wl_um": 1420,
        "gr-usage-all-layers": 0.0266,
    },
    "worst_hold_path": {
        "hold_depth": 4,
        "min_path_type": "in -> out",
    },
    "cts": {
        "cts_hold_buf": 0,
        "cts_setup_buffers": 0,
    },
    "drt": {
        "antenna_cells": 0,
        "drt_wl_total_um": 918,
        "dr.first_iter.drc_count": 2,
        "viasPerCell": 3.00,
        "wl_per_cell_um": 9.56,
        "drtPass1Iterations": 4,
        "drc_errors": 0,
        "vias": 288,
        "drtAntennaViolNets": 0,
    },
    "timing": {
        "fin_crit_ns": 2.72,
        "worstMarginPinSlew_ns": 0.236,
        "final.period_utilization": 0.878,
        "slew_headroom": 0.843,
        "setup_tns_ns": 0,
        "hold_violations": 0,
        "hold-worst-slack_ns": 1.91,
        "slew_violations": 0,
        "rsz0062_at_grt": "false",
        "fmax_mhz": 368,
        "setup_violations": 0,
    },
    "worst_setup_path": {
        "cp.required_ns": 2.48,
        "worstSetupStartpointType": "input pin",
        "path_class": "in -> out",
        "endpoint_kind": "output pin",
        "crit_path_max_fanout": 2,
        "crit_arrival_ns": 2.10,
    },
    "place": {
        "hpwl_um": 802,
        "place_congestion": 0.790,
        "port_buffers": 21,
    },
    "run": {
        "cap_violations": 0,
        "warnings": 32,
    },
    "pwr": {
        "ir_worst_vdd_v": 0.0000452,
        "power.leakage_uw": 0.000199,
        "power_density_mw_per_mm2": 113,
    },
    "outcome": {
        "status": "finished, final reports clean",
    },
}
where the power goes:
group | leakage [uW] | switching (uW) | internal [uW] | total (uW)
combinational | 0.000199 | 17.2 | 39.7 | 56.9
clock | 0 | 0 | 0 | 0
sequential | 0 | 0 | 0 | 0
cell usage after synthesis:
cell	number	area share
a21oi_1	1	0.023
a311o_1	1	0.046
and4b_2	1	0.052
and4bb_2	1	0.058
buf_4	1	0.035
buf_6	1	0.052
mux2_2	1	0.052
mux2_4	1	0.069
mux2i_1	3	0.14
nand2_1	1	0.017
nand2b_1	1	0.029
nand3_1	2	0.046
nand4b_1	1	0.040
nor2_1	1	0.017
nor3b_1	1	0.035
o211a_1	1	0.046
o21ai_0	3	0.069
o22ai_2	1	0.058
o2bb2ai_1	1	0.040
or2b_2	1	0.040
or4_1	1	0.035
area by class of cell:
class                           count  area (sq um)
Timing Repair Buffer               26           250
Fill cell                         402          2910
Tap cell                           46          57.6
Multi-Input combinational cell     24           198
timing repair:
action	4_1_cts	5_1_grt
endpoints found under the setup margin	1	1
gates resized	4	1
hold endpoints to repair	0	0
pin swaps	1	3
worst paths after layout:
kind,from,endpoint
hold / removal,sel[0],o[0]
setup / recovery,i0101[0],o[0]
per-layer routing:
layer | vias up | part of all wire
met4 | 0 | 0
met5 | - | 0
met2 | 21 | 0.21
li1 | 157 | -
met1 | 110 | 0.65
met3 | 0 | 0.14
worst max-delay path: stages:
cell,delay [ns]
clkdlybuf4s50_1,0.39
mux2_4,0.26
a311o_1,0.32
o22ai_2,0.13
o211a_1,0.17
o2bb2ai_1,0.07
dlymetal6s2s_1,0.13
through the flow:
step / cells / power, uW / worst slack (ns) / util / area, sq um
after CTS: 96 / 58.2 / 0.00899 / 0.147 / 503
final: 96 / 56.9 / 0.379 / 0.148 / 505
after global placement: 96 / 58.4 / -0.129 / 0.147 / 503
after floorplan: 26 / 21.8 / 0.817 / - / 216
after global routing: 96 / 62.2 / 0.271 / 0.148 / 505
after detailed placement: 96 / 58.6 / -0.152 / 0.147 / 503
logic make-up (layout without fill, tap and decap cells):
group	Yosys count	in the layout
and+or+nand+nor	11	11
AOI/OAI and AO/OA	8	8
muxes	5	5
buffers and inverters	2	26
Power is estimated from default activity; no workload was simulated.
